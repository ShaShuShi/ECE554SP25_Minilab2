## ./design.v

```verilog
module Abs(input signed [11:0] in, output signed [11:0] out);
	assign out = in > 0 ? in : -in;
endmodule
```

## ./run.sh

```bash
#!/bin/bash
# OpenROAD 26Q1-2900-gdf79404cd8, Yosys 0.63+post, stock flow scripts
make -C /OpenROAD-flow-scripts/flow DESIGN_CONFIG=/design/flow/config.mk WORK_HOME=/design/flow/orfs finish
```

## ./config.mk

```make
export PLATFORM = sky130hd
export DESIGN_NAME = Abs
export DESIGN_NICKNAME = Abs
export VERILOG_FILES = /design/flow/design.v
export SDC_FILE = /design/flow/constraint.sdc
export NUM_CORES = 4
export LEC_CHECK = 1
export CORE_AREA = 10 10 70 70
export DIE_AREA = 0 0 80 80
```

## ./constraint.sdc

```tcl
current_design Abs

set clk_period 5.4
set clk_io_pct 0.2

create_clock -name clk0 -period $clk_period

set non_clock_inputs [all_inputs -no_clocks]
set_input_delay [expr $clk_period * $clk_io_pct] -clock clk0 $non_clock_inputs
set_output_delay [expr $clk_period * $clk_io_pct] -clock clk0 [all_outputs]
```

==> metrics.cfg <==
[detailed_routing]
drt_iter0_drc=9
sum_of_routed_wire_length_over_all_layers_mm=1.24
wire_per_inst_um=10.9
antenna_cells=0
route.antenna.remaining_nets=0
drtPass1Iterations=2
avgViaCountPerCell=3.56
detailed_route_drc_error_count=0
route.vias.total=406

[setup_path]
crit_path_max_incr_delay_ns=0.50
worstSetupStartpointType=primary input
crit_fanout=8
critical_path_start_end_classification=primary input to output pin
worst_setup_path_end_kind=output pin
cp_cell_sequence=clkdlybuf4s50_1 -> nor4_4 -> a41oi_2 -> o21bai_1 -> xnor2_1 -> clkdlybuf4s50_1
worst_ep_required_time_ns=4.32
cp_common_cell=clkdlybuf4s50_1
timing.critical_path.arrival_ns=3.12
slowest_stage=clkdlybuf4s50_1

[synth]
syn_avg_cell_area_um2=6.83
netlist-cell-type-count=22
mux_contribution_to_synthesized_area=0.0359
synth_sequential_area_ratio=0
netlist.area_leader.share=0.139
synth.yosys.chip_area_um2=314
synthTopCellsByArea=xnor2_1, nand2_1, nor4_4
netlist.top_cell.by_area=xnor2_1
number_of_warnings_issued_by_yosys=0
top_cells_by_count_synth=nand2_1, nor2_1, xnor2_1
synth_adder_area_share=0.0398
yosys.area_share.simple=0.430
netlist_logic_family_top=simple AND/OR/NAND/NOR gates
ys_sh_aoi=0.227
synthesis.instances=46
synthMostInstantiatedCell=nand2_1
synth.cell_area_um2=314
synth-cells-yosys=46
synthXorXnorAreaFrac=0.195

[floorplanning]
floorplanUtilization=0.0919
die_area_um2=6400
io_pins=24
coreArea_um2=3420
floorplan.die.height_um=80
die_w_um=80
row_count=21

[clock_network]
cts_repair_resize_count=0
postCtsSetupRepairBufs=0
ctsHoldBuffers=0

[placement]
globalplace.congestion=0.686
numPortBuffers=24
place_hpwl_mm=1.11

[timing]
slew_violations=0
final-hold-violation-count=0
setup_repair_after_global_routing_missed_its_margin=false
max_freq_mhz=238
setup_viol_count_final=0
setup_total_negative_slack_ns=0
post-route-min-period_ns=4.20
max_slew.worst_pin.slew_ns=0.432
timing.slew.headroom=0.710
final_period_utilization=0.778

[finish]
area_growth_syn_to_layout_pct=91.2
flop-count=0
sequential_cell_area_um2=0
fill_cells=406
layout.clock_buffers=0
final_layout_size_suffix_gt1_frac=0.0588

[pwr]
power.share.switching=0.355
power.static_leakage_nw=0.198
power.net_switching_uw=15.7
ir_drop_v=0.0000117
power_frac_clock=0
combPwrFrac=1.000
internal_power_uw=28.5
report.power.total_uw=44.2
power_frac_seq=0
power.density_nw_per_um2=73.7

[run_status]
status=complete, no violations

[global_routing]
grt.total_usage=0.0358
global_route_wire_length_before_repair_mm=1.87
grt_pass1_vias=405
grt_overflow_total=0
grt_antenna_before_repair=0
grt_max_degree=13

[job]
log.warning_count=32
maxCapViolCount=0

[worst_hold_path]
timing.hold.worst.class=primary input to output pin
worstHoldPathCells=2
holdPathEnd=out[0]
hold_start=in[0]

-- cell families (layout without fill, tap and decap cells) --
| family | after synthesis | count (layout) |
|---|---|---|
| AND-OR/OR-AND | 8 | 8 |
| XOR/XNOR | 7 | 7 |
| adder cells (fa/ha/maj) | 1 | 1 |
| buffers and inverters | 5 | 27 |
| multiplexers | 1 | 1 |
| AND/OR/NAND/NOR | 24 | 24 |
-- power by group through the flow --
stage | clock [mW] | combinational [mW] | sequential [mW]
CTS | 0 | 0.0457 | 0
global route | 0 | 0.0487 | 0
finish | 0 | 0.0442 | 0
-- worst max path at each step --
stage | end | cells after the start | start | slack (ns)
final | out[7] | 6 | in[4] | 1.20
after CTS | out[7] | 6 | in[4] | 1.17
after global routing | out[7] | 6 | in[4] | 1.04
-- worst max-delay path, delay by kind of cell --
family                    cells  cell delay (ns)
and+or+nand+nor               1             0.49
xor gates and xnor gates      1             0.14
buffers and inverters         2             0.99
AOI/OAI and AO/OA             2             0.42
-- final cells by class --
class                      instances  area [µm²]  area share
inverter                           3        11.3      0.0188
multi-input combinational         41         292       0.485
tap                               46        57.6      0.0958
timing repair buffer              24         240       0.400
-- layout by cell type (no fill, tap or decap) --
cell type	synthesis	routed
xnor2_1	5	5
nor3_1	3	3
nand2b_1	1	1
o31a_1	1	1
inv_1	3	3
o21bai_1	1	1
ha_1	1	1
a41o_2	1	1
clkdlybuf4s50_1	0	24
xor2_1	2	2
a21oi_1	1	1
mux2_1	1	1
a41oi_2	1	1
nand3_1	3	3
and4bb_1	1	1
a31oi_1	2	2
nor2_1	5	5
o311a_1	1	1
nor4_2	1	1
nand2_1	9	9
nor4_4	1	1
-- through the flow --
step                hold slack (ns)  cells  worst slack (ns)   util  area (µm²)
global placement               3.08    114              1.21  0.176         601
floorplan                      2.19     46              2.36      -         314
detailed placement             3.09    114              1.18  0.176         601
finish                         3.07    114              1.20  0.176         601
CTS                            3.10    114              1.17  0.176         601
global route                   3.13    114              1.04  0.176         601
-- metal layers --
| layer | global-route usage | share of wire |
|---|---|---|
| met3 | 0.00909 | 0.067 |
| met4 | 0 | 0 |
| met2 | 0.0706 | 0.50 |
| met1 | 0.0389 | 0.43 |
| met5 | 0 | 0 |
No activity file was given, so power comes from the tool's default toggle rates.
