[flow/run.sh]
#!/bin/bash
# OpenROAD 26Q1-2900-gdf79404cd8, Yosys 0.63+post, stock flow scripts
make -C /OpenROAD-flow-scripts/flow DESIGN_CONFIG=/design/flow/config.mk WORK_HOME=/design/flow/orfs finish
[flow/constraint.sdc]
current_design Convolution_Filter

set clk_period 9.6
set clk_io_pct 0.2

create_clock -name clk0 -period $clk_period

set non_clock_inputs [all_inputs -no_clocks]
set_input_delay [expr $clk_period * $clk_io_pct] -clock clk0 $non_clock_inputs
set_output_delay [expr $clk_period * $clk_io_pct] -clock clk0 [all_outputs]
[flow/config.mk]
export PLATFORM = sky130hd
export DESIGN_NAME = Convolution_Filter
export DESIGN_NICKNAME = Convolution_Filter
export VERILOG_FILES = /design/flow/design.v
export SDC_FILE = /design/flow/constraint.sdc
export NUM_CORES = 4
export LEC_CHECK = 1
export CORE_UTILIZATION = 30
[flow/design.v]
`timescale 1ns/1ps
module image_processing(
    output [11:0] oGrey_R,
    output [11:0] oGrey_G,
    output [11:0] oGrey_B,
    output        oDVAL,
    input  [10:0] iX_Cont,
    input  [10:0] iY_Cont,
    input  [11:0] iDATA,
    input         iDVAL,
    input         iCLK,
    input         iRST,
    input         iSW
);
    wire [11:0] oRed;
    wire [11:0] oGreen;
    wire [11:0] oBlue;
    wire [11:0] oGrey;   
    wire [11:0] y;
    wire [11:0] abs_y;
    wire [11:0] out_y;
    wire [11:0] mDATA_0;
    wire [11:0] mDATA_1;
    wire [11:0] cDATA_0;
    wire [11:0] cDATA_1;
    wire [11:0] cDATA_2;
    reg [11:0] mDATAd_0;
    reg [11:0] mDATAd_1;
    reg [11:0] cDATAd_0;
    reg [11:0] cDATAd_1;
    reg [11:0] cDATAd_2;
    reg [11:0] cDATAdd_0;
    reg [11:0] cDATAdd_1;
    reg [11:0] cDATAdd_2;
    reg [11:0] mCCD_R;
    reg [12:0] mCCD_G;
    reg [11:0] mCCD_B;
    reg        mDVAL;
    assign oRed   = mCCD_R;
    assign oGreen = mCCD_G[12:1];
    assign oBlue  = mCCD_B;
    assign oGrey = (oRed + oGreen + oGreen + oBlue) / 4;
    assign oGrey_R = out_y;
    assign oGrey_G = out_y;
    assign oGrey_B = out_y;
    assign oDVAL = mDVAL;
    Line_Buffer1 u0 (
        .clken(iDVAL),
        .clock(iCLK),
        .shiftin(iDATA),
        .taps0x(mDATA_1),
        .taps1x(mDATA_0)
    );
    Line_Buffer2 u1 (
        .clken(mDVAL),
        .clock(iCLK),
        .shiftin(oGrey),
        .taps0x(cDATA_0),
        .taps1x(cDATA_1),
        .taps2x(cDATA_2)
    );
    Convolution_Filter conv_filter (
        .clk(iCLK),
        .isHorz(iSW),
        .X_p0(cDATAdd_2),
        .X_p1(cDATAd_2),
        .X_p2(cDATA_2),
        .X_p3(cDATAdd_1),
        .X_p4(cDATAd_1),
        .X_p5(cDATA_1),
        .X_p6(cDATAdd_0),
        .X_p7(cDATAd_0),
        .X_p8(cDATA_0),
        .y(y)
    );
    Abs a1 (
        .in(y),
        .out(abs_y)
    );
    assign out_y = ((iX_Cont > 9) && (iX_Cont < 1270) &&
                    (iY_Cont > 9) && (iY_Cont < 940)) ? abs_y : 12'b0;
    always @(posedge iCLK or negedge iRST) begin
        if (!iRST) begin
            mCCD_R    <= 0;
            mCCD_G    <= 0;
            mCCD_B    <= 0;
            mDATAd_0  <= 0;
            mDATAd_1  <= 0;
            cDATAd_0  <= 0;
            cDATAd_1  <= 0;
            cDATAd_2  <= 0;
            cDATAdd_0 <= 0;
            cDATAdd_1 <= 0;
            cDATAdd_2 <= 0;
            mDVAL     <= 0;
        end else begin
            mDATAd_0  <= mDATA_0;
            mDATAd_1  <= mDATA_1;
            cDATAd_0  <= cDATA_0;
            cDATAd_1  <= cDATA_1;
            cDATAd_2  <= cDATA_2;
            cDATAdd_0 <= cDATAd_0;
            cDATAdd_1 <= cDATAd_1;
            cDATAdd_2 <= cDATAd_2;
            mDVAL     <= ({iY_Cont[0], iX_Cont[0]} == 2'b00) ? iDVAL : 1'b0;
            if ({iY_Cont[0], iX_Cont[0]} == 2'b10) begin
                mCCD_R <= mDATA_0;
                mCCD_G <= mDATAd_0 + mDATA_1;
                mCCD_B <= mDATAd_1;
            end else if ({iY_Cont[0], iX_Cont[0]} == 2'b11) begin
                mCCD_R <= mDATAd_0;
                mCCD_G <= mDATA_0 + mDATAd_1;
                mCCD_B <= mDATA_1;
            end else if ({iY_Cont[0], iX_Cont[0]} == 2'b00) begin
                mCCD_R <= mDATA_1;
                mCCD_G <= mDATA_0 + mDATAd_1;
                mCCD_B <= mDATAd_0;
            end else if ({iY_Cont[0], iX_Cont[0]} == 2'b01) begin
                mCCD_R <= mDATAd_1;
                mCCD_G <= mDATAd_0 + mDATA_1;
                mCCD_B <= mDATA_0;
            end
        end
    end
endmodule
module Convolution_Filter (
    input                  clk,
    input                  isHorz,
    input  signed [11:0]   X_p0,   
    input  signed [11:0]   X_p1,   
    input  signed [11:0]   X_p2,   
    input  signed [11:0]   X_p3,   
    input  signed [11:0]   X_p4,   
    input  signed [11:0]   X_p5,   
    input  signed [11:0]   X_p6,   
    input  signed [11:0]   X_p7,   
    input  signed [11:0]   X_p8,   
    output signed [11:0]   y
);
    wire signed [11:0] k_tl, k_tc, k_tr;
    wire signed [11:0] k_ml, k_mc, k_mr;
    wire signed [11:0] k_bl, k_bc, k_br;
    assign k_tl =  12'd1;
    assign k_tc =  isHorz ? 12'd2 : 12'd0;
    assign k_tr =  12'd1;
    assign k_ml =  isHorz ? 12'd0 : 12'd2;
    assign k_mc =  12'd0;
    assign k_mr =  isHorz ? 12'd0 : -12'd2;
    assign k_bl =  isHorz ? -12'd1 : 12'd1;
    assign k_bc =  isHorz ? -12'd2 : 12'd0;
    assign k_br = -12'd1;
    assign y = (X_p0 * k_tl) + (X_p1 * k_tc) + (X_p2 * k_tr) +
               (X_p3 * k_ml) + (X_p4 * k_mc) + (X_p5 * k_mr) +
               (X_p6 * k_bl) + (X_p7 * k_bc) + (X_p8 * k_br);
endmodule
==> ci_impl_report.md <==
### Flow metrics

| Metric | Value |
|---|---|
| Final Setup Violations | `4` |
| Fin. Hold Viols | `0` |
| Critical path type | `in2out` |
| Mapped cell area | `approximately 6400 sq um` |
| First-pass GRT wire length | `between 20,000 and 25,000 um` |
| 1st-iter DRT viols | `68` |
| Core Area | `21,000 sq um` |
| WP data required | `7680 ps` |
| Ports | `122` |
| Area Growth Syn to Fin | `41.6%` |
| Via density | `3.93` |
| Number of library cell types mapped by synthesis | `21` |
| Cell count after placement | `about 1.1k` |
| Final critical-path share of the clock period | `1.06` |
| Critical Path End | `y[11]` |
| Crit path max-delay family | `adder cells` |
| Non-filler cells, final | `1,128` |
| Crit. End Element | `output port` |
| Final Wtd Congestion | `0.850` |
| Slowest cell on crit path | `fa_1` |
| Largest net degree at the start of global routing | `11` |
| Top cell area share | `0.470` |
| # DRC | `0` |
| Placed cell area | `8530 sq um` |
| Max Slew Vio Count | `0` |
| Grt ovf | `0` |
| Met2 wire length | `6410 um` |
| Tool warnings | `52` |
| Ant. Diodes | `0` |
| Worst Path Max Fanout | `8` |
| Outcome | `complete, but fails checks` |
| WP data arrival | `8240 ps` |
| Setup crit start kind | `input port` |
| CP dominant cell by count | `fa_1` |
| Cell type with the largest total area | `fa_1` |
| Storage element area | `0 sq um` |
| Failing checks | `setup timing` |
| Final hold slack | `4890 ps` |
| DP Worst Slack | `-1330 ps` |
| Mapped Cells | `roughly 640` |
| Via count | `4,434` |
| CP Depth | `26` |
| Die Span X | `148 um` |
| Total Wirelength | `approximately 13,000 um` |
| FP Core Util | `0.305` |
| Vias in the first global route | `4,704` |
| Filler cells | `2,068` |
| GRT Util Overall | `0.141` |
| Final-layout clock buffer total | `0` |
| Registers | `0` |
| Avg Cell Area, Syn | `9.99 sq um` |
| Die ar. | `21,900 sq um` |
| Fin crit period | `10,160 ps` |
| Pre-Repair DR Iteration Count | `4` |
| YS warnings | `0` |
| Layout cell share with drive strength beyond 1 | `0.258` |
| Slowest stage delay, CP | `approximately 560 ps` |
| Crit path buf inv count | `9` |
| Post-CTS Hold Fix Bufs | `0` |
| Relative slew slack | `0.793` |
| Synth Seq Share | `0` |
| Initial antenna violation count | `0` |
| CP Launch Point | `isHorz` |
| Metal3 WL | `717 um` |
| Worst-margin pin slew | `~310 ps` |
| Post-route cell area | `9050 sq um` |
| Core Rows | `about 53` |
| Area reported by Yosys stat | `about 6400 sq um` |
| Post-route antenna net violation count | `0` |
| Wl on met1 | `6360 um` |
| Die height | `~150 um` |
| HPWL after detailed placement | `12,900 um` |
| Core Util, Final | `0.432` |
| Unrepaired setup endpoints after global routing | `true` |
| Top cells, area | `fa_1, ha_1, inv_1` |
| Worst Hold Class | `in2out` |
| Routed len/inst | `12.0 um` |
| Max-cap violation count | `0` |
| Cell count in the Yosys report | `640` |
| Highest routed layer | `met3` |
| Port Buffers | `~110` |
| Worst setup margin | `-565 ps` |
| FMAX | `just under 100 MHz` |
==> logic make-up after synthesis <==
family,count (synthesis),synth area share
AND/OR/NAND/NOR,55,0.0464
multiplexers,1,0.00157
adder cells (fa/ha/maj),267,0.699
XOR/XNOR,71,0.102
AND-OR/OR-AND,14,0.0139
buffers and inverters,232,0.137
==> final cells by class <==
type / count / area [sq um] / area share
repair buffers: 219 / 1940 / 0.214
well taps: 275 / 344 / 0.0380
multi-input cells: 408 / 5920 / 0.654
inverters: 226 / 851 / 0.0940
==> through the flow <==
step                      TNS (ps)
final                        -1520
after global routing         -2850
after CTS                    -1950
after detailed placement     -5800
after global placement       -5730
after floorplan               -254
==> how the worst min path moves through the flow <==
| stage | startpoint | endpoint | slack (ps) | depth (start not counted) |
|---|---|---|---|---|
| after CTS | isHorz | y[11] | 4940 | 7 |
| after global routing | isHorz | y[11] | 4930 | 7 |
| final | isHorz | y[11] | 4890 | 7 |
==> timing repair <==
action	4_1_cts	5_1_grt
gates resized	127	43
endpoints found under the hold margin	0	0
buffers inserted	16	1
pin swaps	79	38
cloned	1	0
endpoints found under the setup margin	8	7
==> cell usage after synthesis, drive strengths merged <==
cell / instances
fa: 150
xor2: 7
buf: 1
xnor3: 1
mux2i: 1
ha: 117
nand2b: 11
clkbuf: 5
xnor2: 63
nor2b: 10
o41ai: 1
inv: 226
a21oi: 6
o21ai: 1
nor2: 3
and2: 15
o21bai: 3
o21a: 1
nand2: 16
a21o: 2
==> placed cells by master (no fill, tap or decap), types with 4 or more instances in the layout <==
cell	n
buf_8	4
nand2_4	4
nand2_2	10
fa_1	132
xor2_1	6
and2_1	10
xnor2_2	4
fa_2	18
inv_1	201
clkdlybuf4s50_1	67
inv_2	24
and2_4	5
nor2b_1	8
buf_2	5
ha_1	100
buf_4	102
ha_2	5
buf_6	6
dlygate4sd2_1	27
ha_4	12
nand2b_1	4
xnor2_1	59
nand2b_4	7
==> per-layer routing <==
layer / global-route usage / vias to the layer above
met3: 0.0224 / 0
met1: 0.221 / 2083
li1: - / 2261
met2: 0.226 / 90
met4: 0 / 0
met5: 0 / -
